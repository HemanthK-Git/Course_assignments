===== /design/flow/design.v =====
`timescale 1ns / 1ps
module fifo(
    input clk,rst,wr_en,re_en,
    input [7:0] data_in,
    output reg [7:0] data_out,count,
    output reg empty,full    
    );
    reg [7:0] memory [63:0] ;
    reg [5:0] rd_ptr,wr_ptr;
    always@(count) 
        begin
            empty=(count==0);
            full=(count==64);
        end
    always@(posedge clk)
        begin
            if (rst)
                count<=0;
            else if ( (wr_en && !full) && (re_en && !empty) )   
                    count<=count;
                 else if (wr_en && !full)
                            count<=count+1;
                      else if (re_en && !empty)
                                count<=count-1;
                           else
                                count<=count;                            
        end
    always@(posedge clk)
        begin
            if(rst)
                data_out<=0;
            else
            begin
                if (re_en && !empty)
                    data_out<=memory[rd_ptr];
                else
                    data_out<=data_out;
                if (wr_en && !full)
                    memory[wr_ptr]=data_in;
                else
                    memory[wr_ptr]=memory[wr_ptr];
            end      
        end
    always@(posedge clk)
        begin
            if(rst)
                begin
                    wr_ptr<=0;
                    rd_ptr<=0;
                end
            else 
                begin
                    if (re_en && !empty)
                        rd_ptr<= (rd_ptr+1) % 64;
                    else 
                        rd_ptr<=rd_ptr;
                    if (wr_en && !full)
                        wr_ptr<= (wr_ptr+1) % 64;
                    else
                        wr_ptr<=wr_ptr;
                end           
        end       
endmodule

===== /design/flow/run.sh =====
#!/bin/bash
# OpenROAD 26Q1-2900-gdf79404cd8, Yosys 0.63+post, stock flow scripts
make -C /OpenROAD-flow-scripts/flow DESIGN_CONFIG=/design/flow/config.mk WORK_HOME=/design/flow/orfs finish

===== /design/flow/config.mk =====
export PLATFORM = sky130hd
export DESIGN_NAME = fifo
export DESIGN_NICKNAME = fifo
export VERILOG_FILES = /design/flow/design.v
export SDC_FILE = /design/flow/constraint.sdc
export NUM_CORES = 4
export LEC_CHECK = 1
export CORE_UTILIZATION = 40

===== /design/flow/constraint.sdc =====
current_design fifo

set clk_period 5.5
set clk_io_pct 0.2

create_clock -name clk0 -period $clk_period [get_ports {clk}]

set non_clock_inputs [all_inputs -no_clocks]
set_input_delay [expr $clk_period * $clk_io_pct] -clock clk0 $non_clock_inputs
set_output_delay [expr $clk_period * $clk_io_pct] -clock clk0 [all_outputs]

==> run notes <==
run results: Post-synth seq share=between 60% and 70%, crit path DRT=between 5 and 6 ns, vias in the first global route=roughly 25000, Dominant Register Cell=edfxtp_1, I/O Pins=30, synthesis-stage register bit count=around 540, share of flip-flops with an asynchronous set or reset=0%, Max-Cap Viols=1, FP Core Util=about two fifths, Max Root-Sink Buffers=3, area reported by Yosys stat=25140 um2, Pwr Density=between 400 and 500 nW/um2, post-cts hold buffer count=0, Pwr Total=about 14 mW, RSZ-0062 raised after global routing=false, CP max FO=roughly 64, syn avg cell area=between 10 and 15 um2, Finish-stage setup viols=0, post-layout util=around half, Cell Area, Synth=roughly 25000 um2, critical path data arrival time=roughly 5.3 ns, post_cts resized=0, share of layout cells above drive strength 1=a little under a quarter, Cell variety after synth=between 70 and 80, clock latency (worst-skew pair)=0.67 ns, Post-CTS Setup Inserts=0, CTS tree=yes, Final Max Slew Viols=2, core area=just over 60000 um2, clock slew seen by the registers of the worst setup and hold paths=0.06 ns, Final HPWL DP=~130 mm, Worst Max-Slew Pin Slew=1.641 ns, Max Freq=201.8 MHz, peak supply drop=318.9 uV, die y size=roughly 250 um, first-pass GRT wire length=around 250 mm, Final Hold Fails=0, drt via density=8.169, TNS Setup=0 ns, P&R area growth vs syn=22.55%, Die Size=between 60000 and 70000 um2, synth warn=2, CP Class=reg2reg, Die X=~250 um, DRT Pass-1 Iters=8, Routed WL=around 190 mm, Hold Crit Class=reg2reg, Clock Skew=0.02923 ns, initial antenna violation count=30, largest net degree at the start of global routing=around 65, Worst setup EP type=register, warning total across the stage logs=31, Residual DRC=0, total CTS buffers=57, EDFF count, synth=between 500 and 600, post-DR wirelength/cell=around 60 um, 1st-iter DRT viols=~3700, Clock Root Buffer=clkbuf_16, CP Launch Type=register, Worst slew margin=-10.24%, fill count=approximately 5300, Clock Sinks=between 500 and 600, status=finished with violations, total number of vias=between 20000 and 30000, std cell rows=approximately 91, Post-DRT Antenna Nets=0, H-tree levels=2, gr usage total=~65%, failing checks=max-capacitance violations, max-slew violations, gr ovfl total=0, period utilization=90.12%, placer congestion estimate=1.242, leakage power=10.33 nW, Port Buffers=29, Syn Inst Count=slightly below 2000, yosys cell count=1972, fin crit period=between 4 and 5 ns
-- worst paths after layout --
path,slack [ns],depth (start not counted),to,startpoint
max,0.54,12,memory[34][0],wr_ptr[0]
min,0.49,2,data_out[7],data_out[7]
max reg2reg,0.54,12,memory[34][0],wr_ptr[0]
min reg2reg,0.49,2,data_out[7],data_out[7]
-- per-stage QoR --
stage,setup slack [ns],hold WS [ns],std cells,instance area [um2]
after floorplan,0.8862,0.4623,1972,25160
after global placement,0.7493,0.4826,3011,28580
after detailed placement,0.8353,0.4917,3011,28580
after CTS,0.8183,0.5005,3119,30720
after global routing,0.6806,0.5200,3139,30770
final,0.5437,0.4950,3156,30810
-- layout by cell type (no fill, tap or decap), types with 45 or more instances in the layout --
| master | instances |
|---|---|
| edfxtp_1 | 512 |
| a22oi_1 | 301 |
| buf_4 | 263 |
| nor2_1 | 116 |
| nor2_2 | 88 |
| nand4_1 | 83 |
| nand3_1 | 77 |
| nand2_1 | 63 |
| clkbuf_16 | 58 |
| a221oi_1 | 48 |
| and3_1 | 47 |
| nor3_1 | 46 |
| a32oi_1 | 45 |
-- cells by family (layout without fill, tap and decap cells) --
group                      after synthesis  after routing  synth area share [%]
and+or+nand+nor                        692            692                 14.66
buffers and inverters                  109            419                 1.936
other                                    0             37                     0
adders and majority gates               15             15                0.7763
AOI/OAI and AO/OA                      586            586                 18.13
muxes                                   14             14                0.5623
DFF                                    540            540                 63.38
xor gates and xnor gates                16             16                0.5574
-- area by class of cell --
type	instances	area, um2	share of cell area, %
Sequential cell	540	15940	51.72
Clock buffer	64	1494	4.849
Antenna cell	37	92.59	0.3005
Multi-Input combinational cell	1323	9200	29.86
Clock inverter	44	640.6	2.079
Timing Repair Buffer	296	2345	7.610
Tap cell	837	1047	3.399
Inverter	15	56.30	0.1827
-- metal layers --
layer	part of all wire, %	track usage [%]	vias up
met5	1.7	46.72	-
met1	29	65.87	12410
met3	21	59.07	1175
met2	36	74.70	3267
met4	12	56.38	99
li1	-	-	8830
-- where the power goes --
group	switching (mW)	internal, mW
clock	1.85	2.66
combinational	2.46	0.760
sequential	0.538	5.67
total	4.84	9.10
-- sequential cells by signal, indices dropped and copies added (netlist names) --
register  flops
count         8
data_out      8
memory      512
rd_ptr        6
wr_ptr        6
-- synthesized netlist by cell type (9+ instances only) --
library cell / instances / share of area (%)
edfxtp_1: 512 / 61
a22oi_1: 301 / 9.0
nor2_1: 203 / 3.0
nand4_1: 83 / 2.1
nand3_1: 77 / 1.5
clkbuf_1: 67 / 1.0
nand2_1: 64 / 0.96
a221oi_1: 48 / 1.7
and3_1: 47 / 1.2
nor3_1: 46 / 0.92
a32oi_1: 45 / 1.6
a22o_1: 44 / 1.5
nor4_1: 44 / 1.1
a21oi_1: 30 / 0.60
dfxtp_1: 28 / 2.2
nand3b_1: 21 / 0.63
a2111oi_0: 18 / 0.63
nand2b_1: 17 / 0.42
o21ai_0: 15 / 0.30
buf_2: 14 / 0.28
ha_1: 14 / 0.70
inv_1: 14 / 0.21
mux2i_1: 13 / 0.52
a32o_1: 12 / 0.48
or3_1: 12 / 0.30
a211oi_1: 10 / 0.30
a311oi_1: 9 / 0.31
and2_1: 9 / 0.22
nor2b_1: 9 / 0.22
or2_2: 9 / 0.22
xnor2_1: 9 / 0.31
-- worst max-delay path, stage by stage (launching register included) --
cell and delay [ns]:
dfxtp_1 0.37, ha_1 0.23, buf_4 0.24, nand3b_1 0.36, nor2_1 0.36, buf_4 0.26
buf_4 0.17, a22o_1 0.27, a2111oi_0 1.05, nand4_1 0.19, nor4b_1 0.74, o31ai_4 0.14
buf_12 0.24
Power figures rest on the tool's default switching activity, not on a simulated workload.
